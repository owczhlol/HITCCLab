--- flow/config.mk ---
export PLATFORM = sky130hd
export DESIGN_NAME = ID_EX_Register
export DESIGN_NICKNAME = ID_EX_Register
export VERILOG_FILES = /design/flow/design.v
export SDC_FILE = /design/flow/constraint.sdc
export NUM_CORES = 4
export LEC_CHECK = 1
export CORE_AREA = 10 10 211 211
export DIE_AREA = 0 0 221 221
--- flow/constraint.sdc ---
current_design ID_EX_Register

set clk_period 1.0
set clk_io_pct 0.2

create_clock -name clk0 -period $clk_period [get_ports {clk}]

set non_clock_inputs [all_inputs -no_clocks]
set_input_delay [expr $clk_period * $clk_io_pct] -clock clk0 $non_clock_inputs
set_output_delay [expr $clk_period * $clk_io_pct] -clock clk0 [all_outputs]
--- flow/design.v ---
`timescale 1ns / 1ps
module Data_holder(
    input [31:0] in,
    input        clk,
    (* KEEP = "TRUE" *)output reg [31:0] out
    );
	always@(negedge clk) begin
		out <= in;
	end
endmodule
`timescale 1ns / 1ps
module IR(
    input [31:0] input_instruction,
    input        ir_enable,
    input        clk,
	 input        reset,
    (* KEEP = "TRUE" *)output reg [31:0] output_instruction
    );
	always@(negedge clk) begin
		if (reset == 0) begin
			output_instruction <= 32'h00000000;
		end
		else begin
			output_instruction <= (ir_enable == 1)? input_instruction : output_instruction;
		end
	end
endmodule
`timescale 1ns / 1ps
module NPC(
    input      [31:0] input_address,
    input             clk,
	 input             npc_enable,
	 output reg [31:0] output_address
    );
	always@(negedge clk) begin
		output_address = (npc_enable==1)? input_address : output_address;
	end
endmodule
`timescale 1ns / 1ps
module ID_EX_Register(
	 input [31:0] ID_data_holderA,
	 input [31:0] ID_data_holderB,
	 input [31:0] ID_imm,
	 input [31:0] ID_npc,
	 input [31:0] ID_ir,
	 input [31:0] ID_pc,
	 input clk,
	 input reset,
	 input ID_EX_enable,
	 output [31:0] EX_data_holderA,
	 output [31:0] EX_data_holderB,
	 output [31:0] EX_imm,
	 output [31:0] EX_npc,
	 output [31:0] EX_ir,
	 output [31:0] EX_pc
    );
	wire const_enable;
	assign const_enable = 1'b1;
	wire [31:0] EX_data_holderA_temp;
	wire [31:0] EX_data_holderB_temp;
	wire [31:0] EX_ir_temp;
	Data_holder reg_holder_A(.in(ID_data_holderA), .out(EX_data_holderA_temp), .clk(clk));
	Data_holder reg_holder_B(.in(ID_data_holderB), .out(EX_data_holderB_temp), .clk(clk));
	Data_holder imm_holder(.in(ID_imm), .out(EX_imm), .clk(clk));
	NPC npc(.input_address(ID_npc), .clk(clk), .npc_enable(const_enable), .output_address(EX_npc));
	IR ir(.input_instruction(ID_ir), .ir_enable(const_enable), .clk(clk), .reset(reset), .output_instruction(EX_ir_temp));
	Data_holder pc_holder(.in(ID_pc), .out(EX_pc), .clk(clk));
	assign EX_data_holderA = (ID_EX_enable == 1)? EX_data_holderA_temp : 32'h00000000;
	assign EX_data_holderB = (ID_EX_enable == 1)? EX_data_holderB_temp : 32'h00000000;
	assign EX_ir = (ID_EX_enable == 1)? EX_ir_temp : 32'h00000000;
endmodule
--- flow/run.sh ---
#!/bin/bash
# OpenROAD 26Q1-2900-gdf79404cd8, Yosys 0.63+post, stock flow scripts
make -C /OpenROAD-flow-scripts/flow DESIGN_CONFIG=/design/flow/config.mk WORK_HOME=/design/flow/orfs finish
==> results.py <==
# Auto-generated metrics
metrics = {
    "outcome": {
        "status": "complete, but fails checks",
        "violations": "setup timing",
    },
    "critical_path": {
        "crit_fanout": 1,
        "arrival_ns": 1.54,
        "crit_type": "flop to output port",
        "cp-end-kind": "output port",
        "start_kind": "flop",
        "critPathRequiredTime_ns": 0.80,
    },
    "final_timing": {
        "setup_viol": 206,
        "worst_slack_ns": -0.7388,
        "rsz0062_at_grt": "yes",
        "hold_violations": 0,
        "relSlewSlack": 0.8417,
        "drv_slew": 0,
        "worst_pin_slew_ns": 0.2374,
    },
    "synth": {
        "yosys_cells": 334,
        "netlist.area_leader.share": 0.8101,
        "ys_seq_frac": 0.8101,
        "async_reset_ff_frac": 0,
        "most_common_cell": "dfxtp_1",
        "ys_ff": 192,
        "netlist_instances": 334,
        "top_cells_by_count": "dfxtp_1, and2_1, buf_2",
        "synth-edff-count": 0,
        "yosysTopAreaCell": "dfxtp_1",
        "synth_cell_type_count": 5,
        "syn_area_per_cell_um2": 14.21,
        "syn_area_um2": 4745,
        "flop_cell": "dfxtp_1",
        "synth-area-yosys_um2": 4745,
        "yosys_warnings": 3,
        "area_leaders": "dfxtp_1, and2_1, buf_6",
    },
    "drt": {
        "drcViolationCount": 0,
        "drtIter0Drc": 85,
        "wl_per_cell_um": 14.32,
        "wirelength_mm": 20.97,
        "via_count": 4459,
        "vias_per_cell": 3.046,
        "drt_pass1_iterations": 6,
        "drtAntennaViolNets": 0,
    },
    "clock_network": {
        "cts.sinks": 192,
        "postCtsHoldBufs": 0,
        "cts-buffers-inserted": 17,
        "cts.clk_slew.worst_paths_ns": 0.04,
        "cts_tree": "done",
        "root_buffer": "clkbuf_16",
        "htreeDepth": 4,
        "max-clock-path-buffers": 2,
        "post-cts-setup-buffers": 0,
    },
    "job": {
        "cap_violations": 0,
        "warnings": 220,
    },
    "global_routing": {
        "grt-ovfl-total": 0,
        "first_global_vias": 5132,
        "grt_usage": 0.08494,
        "grt_max_degree": 55,
        "antenna_found_initial": 6,
        "grt_pass1_wl_mm": 30.99,
    },
    "place": {
        "gp_congestion": 0.7621,
        "port_buffers": 386,
        "dp_hpwl_mm": 15.90,
    },
    "pwr": {
        "max-vdd-ir-drop_mv": 1.474,
        "p_leak_nw": 5.052,
        "power_density_nw_per_um2": 1997,
        "p_total_mw": 19.90,
    },
    "floorplanning": {
        "core_area_um2": 39820,
        "initial_core_util": 0.1191,
        "row_count": 73,
        "die-area_um2": 48840,
        "io_pins": 387,
        "die_w_um": 221,
        "die.size.y_um": 221,
    },
    "worst_hold_path": {
        "hp-class": "input pin to flop",
    },
    "finish": {
        "area_growth_pct": 110.0,
        "fin_util": 0.2502,
        "layout-drive-gt1-share": 0.3194,
    },
}
## worst paths after layout
path	startpoint	end	slack (ns)	cells after the start
setup / recovery	reg_holder_A.out[2]	EX_data_holderA[2]	-0.74	2
hold / removal	ID_imm[12]	imm_holder.out[12]	0.64	1
## timing repair
action                                 in CTS  in global routing
resized                                   655                 72
pin swaps                                  30                  0
endpoints found under the hold margin       0                  0
gates cloned                                2                  0
setup endpoints to repair                 224                192
## worst max-delay path: stages, from the launching register on
cell	delay, ns
dfxtp_2	0.30
and2_4	0.14
buf_6	0.11
## routing by layer
metal / GRT usage / wire [um] / up-vias / share of wire
met5: 0 / 42 / - / 0.0020
met4: 0.03589 / 437 / 8 / 0.021
met3: 0.07393 / 3009 / 38 / 0.14
met2: 0.1264 / 9732 / 285 / 0.46
met1: 0.08202 / 7747 / 1930 / 0.37
li1: - / - / 2198 / -
## power by group
| group | internal [mW] | leakage [nW] | switching, mW |
|---|---|---|---|
| Sequential | 8.14 | 1.62 | 0.0907 |
| Combinational | 1.16 | 2.11 | 0.374 |
| Clock | 4.67 | 1.32 | 5.46 |
| Total | 14.0 | 5.05 | 5.93 |
## layout make-up
class	count	area (um^2)
clock buffer	17	425.4
multi-input combinational	128	868.3
tap	525	656.9
antenna	3	7.507
sequential	192	3894
fill	4227	29860
timing repair buffer	392	3188
clock inverter	207	922.1
## metrics by stage
stage	area, um^2	worst slack (ns)	std cells	hold slack [ns]	TNS, ns
finish	9962	-0.7388	1464	0.6391	-124.38
global route	9955	-0.8072	1461	0.5985	-137.07
CTS	9718	-0.7974	1461	0.5914	-134.35
detailed placement	9231	-0.6397	1236	1.152	-156.52
global placement	9231	-0.6472	1236	1.149	-156.07
floorplan	4763	-0.08900	334	0.6006	-8.773
## state kept, by name (all words and copies together), names as in the netlist
register               flops
reg_holder_B.out          32
pc_holder.out             32
ir.output_instruction     32
npc.output_address        32
reg_holder_A.out          32
imm_holder.out            32
## cell usage in the layout, fill, tap and decap left out, drive strengths merged
cell type,n
clkinvlp,1
inv,201
clkbuf,17
clkdlybuf4s50,192
dfxtp,192
bufinv,1
and2,128
bufbuf,2
buf,197
clkdlybuf4s15,1
diode,3
clkinv,4
## logic make-up after synthesis
family | after synthesis | share of synthesized area
DFF | 192 | 0.8101
buffers and inverters | 14 | 0.02110
and+or+nand+nor | 128 | 0.1688
Power and IR drop assume default switching activity.
