[design/flow/constraint.sdc]
current_design reg_file

set clk_period 10.6
set clk_io_pct 0.2

create_clock -name clk0 -period $clk_period [get_ports {clk}]

set non_clock_inputs [all_inputs -no_clocks]
set_input_delay [expr $clk_period * $clk_io_pct] -clock clk0 $non_clock_inputs
set_output_delay [expr $clk_period * $clk_io_pct] -clock clk0 [all_outputs]
[design/flow/run.sh]
#!/bin/bash
# OpenROAD 26Q1-2900-gdf79404cd8, Yosys 0.63+post, stock flow scripts
make -C /OpenROAD-flow-scripts/flow DESIGN_CONFIG=/design/flow/config.mk WORK_HOME=/design/flow/orfs finish
[design/flow/config.mk]
export PLATFORM = sky130hd
export DESIGN_NAME = reg_file
export DESIGN_NICKNAME = reg_file
export VERILOG_FILES = /design/flow/design.v
export SDC_FILE = /design/flow/constraint.sdc
export NUM_CORES = 4
export LEC_CHECK = 1
export CORE_UTILIZATION = 30
[design/flow/design.v]
`timescale 1ns / 1ps
module reg_file(clk, reset, write, read_address_a, read_address_b, write_address, write_data, read_out_a, read_out_b);
	input clk, reset, write;
	input [4:0] read_address_a, read_address_b, write_address;
	input [31:0] write_data;
	output [31:0] read_out_a, read_out_b;
	reg [31:0] data [0:31];
	assign read_out_a = (read_address_a == 5'b0) ? 32'b0 : data[read_address_a];
	assign read_out_b = (read_address_b == 5'b0) ? 32'b0 : data[read_address_b];
	always @(negedge clk or negedge reset) begin
		if(reset == 0) begin
      end
		else if(write == 1'b1 && write_address != 5'b0) data[write_address] <= write_data;
	end
endmodule
==> results.txt <==
Implementation results are summarized by area below.

Die
The core region is 148000 µm². The effective utilization at floorplan is 0.304. The horizontal die dimension is 390 µm. The number of rows in the core area is 141. Measured along the y axis, the die boundary spans 390 µm. 114 I/O pins were placed. The chip occupies 152000 µm².

Synthesis
The synthesis report lists the most area-consuming cells as sky130_fd_sc_hd__edfxtp_1 (66%), sky130_fd_sc_hd__nand3_1 (8.3%), sky130_fd_sc_hd__a22oi_1 (5.1%). The post-synthesis chip area from yosys is 45100 µm². After synthesis, the mean cell area works out to 12.9 µm². The register area share after synthesis is 0.661. The post-synthesis sequential element count is 992. Of the total synthesized cell area, the portion taken by full adders, half adders and majority gates is 0. The fraction of post-synthesis cell area in the top cell type by area is 0.661.

After synthesis, the share of flip-flops with an asynchronous set or reset is 0. The primary flip-flop cell chosen by synthesis mapping is sky130_fd_sc_hd__edfxtp_1. Before any placement, the netlist area is recorded as 45100 µm². The largest total area in the synthesized netlist belongs to sky130_fd_sc_hd__edfxtp_1. Synthesis produced a netlist whose cell count is 3506.

The synthesized netlist was found by Yosys to have 3506 cells. The xor and xnor area share after synthesis is 0. Yosys printed 2 warnings.

After synthesis, the largest family of logic cells by area is simple AND/OR/NAND/NOR gates. The compound-cell area share of the yosys netlist is 0.117. The post-synth count of flops with an enable pin is 992.

The gate-level netlist out of Yosys references 74 unique cell types. Of the total synthesized cell area, the portion taken by AND, OR, NAND and NOR gates is 0.184. Measured against the total synthesized area, the mux share comes to 0.00258.

Flow run
The max-capacitance violation count is 0. The tally of OpenROAD warnings is 1017.

Clocking
The number of levels in the clock H-tree is 3. CTS saw 992 sinks. TritonCTS built the clock tree. The post-CTS clock slew at the launch and capture registers of the worst setup and hold paths is 0.03 ns.

CTS reports a maximum clock tree buffer depth of 3. The buffer cell driving the clock tree root is sky130_fd_sc_hd__clkbuf_16. TritonCTS created 113 clock buffers. The quantity of hold-fixing buffers added after cts is 0.

Cells and area
The highest-count logic cell in the final layout is sky130_fd_sc_hd__inv_1. The tally of non-filler cells in the final layout is 6780. The largest registers in the layout are data (992). The flow measured a signed area growth from synthesis to layout of 28.3%. The register ranked first by flip-flop count is data.

In the layout the commonest cells are sky130_fd_sc_hd__inv_1 (1015), sky130_fd_sc_hd__edfxtp_1 (992), sky130_fd_sc_hd__nand3_1 (748). The layout summary lists the proportion of cells stronger than drive strength 1 as 0.117. The number of flip-flops in the largest register is 992.

Final timing
The final timing report gives a worst setup slack of 0.122 ns. The worst-case headroom to the max-slew limit is 0.204. The total setup violations reported at the end of the flow is 0. Summed over all failing endpoints, the final setup total negative slack is 0 ns. The final number of hold-violating endpoints is 0. Setup repair after global routing left no endpoint under its margin. At the pin with the least slew margin, the transition time is 1.19 ns. For reference, the final report shows the max-slew violation count at 0.

Route
In the log, the iteration count for the first detailed-route pass is 13. The total wire length is 264000 µm. In this run the top signal layer used is met5. Per the detail_route report, vias per standard cell equal 6.62. The remaining antenna violation count after routing is 0.

The routed length on met3 is 56800 µm. After detailed routing, the number of remaining DRC violations is 0. The routed layout has 44900 vias. After the first detailed-routing iteration, the DRC count stood at 6118.

The average detailed-routed wire length per instance is 38.9 µm. The total routed wire length on the met1 layer is 78600 µm. In the detailed route, the total length drawn on met2 is 104000 µm.

Outcome
The run finished with clean final reports.

Critical path
The type of origin of the critical path is a flip-flop. The arrival time at the worst endpoint is 8.36 ns. Tracing the worst setup path back leads to its startpoint at data[23][9]. The critical path is of the flip-flop to output port type. The nature of the critical path endpoint is an output port. According to the timing report, the data required time at the worst endpoint equals 8.48 ns. The highest fanout seen on the critical path is 2.

Global routing
The overflow left after global routing is 0. The via count of the first global-routing pass is 46100. Overall routing resource usage recorded by global route was 0.362. Entering global routing, the biggest net connects 54 pins. The number of antenna violations at the first check in global routing is 24.

The global-route wire length before repair is 353000 µm.

Placement
The cell count after placement is 5538. Before CTS, the worst setup slack after placement is 0.548 ns. RePlAce ended its routability-driven mode at a weighted congestion of 1.05. The placement report lists the number of port buffers as 113. The HPWL after detailed placement is 150000 µm.

Worst hold path
The worst hold path belongs to the class input port to output port. The source of the worst hold timing path is read_address_b[0].

Power
The power density over cell area is 192 nW/µm². In this run the VDD rail shows a maximum IR drop of 149 µV. For this design the static power due to leakage is 22.3 nW.
-- area by class of cell --
type	instances	area (µm²)
tap	2002	2500
fill	13800	90500
multi-input combinational	2170	14100
clock inverter	1082	4960
antenna	42	105
clock buffer	119	2980
sequential	992	29800
inverter	13	48.8
timing repair buffer	360	3340
-- cells by family (layout without fill, tap and decap cells) --
group | Yosys count | after routing
simple gates | 1462 | 1462
buf+inv | 344 | 1574
other cells | 0 | 42
flops | 992 | 992
compound gates | 697 | 697
mux | 11 | 11
-- cells in the mapped netlist, drive strengths merged (14+ instances only) --
cell     number
and3        182
nand4       197
nand2        45
and2         44
nor2         49
nor3         36
a22oi       307
a2111oi      53
and4         48
nor4         49
a31oi        78
buf         211
inv          14
clkbuf      119
a222oi       44
nand3       748
edfxtp      992
a21oi        79
a22o         59
-- per-stage QoR --
stage                     hold slack [ns]  instance area (µm²)  utilization  power [W]
after floorplan                      4.71                45100            -    0.00525
after global placement               5.27                49800        0.336    0.00573
after detailed placement             5.26                49800        0.336    0.00572
after CTS                            5.27                57700        0.389     0.0111
after global routing                 5.31                57700        0.389     0.0116
final                                5.31                57800        0.390     0.0111
-- final timing paths --
check / slack (ns) / cells after the start / endpoint
min: 5.31 / 4 / read_out_b[6]
max: 0.12 / 6 / read_out_a[9]
-- what timing repair did --
action,in CTS,in global routing
resized,0,2
buffers inserted,0,0
endpoints found under the setup margin,0,1
-- where the power goes --
group          total [W]  internal [W]  switching, W
Sequential       0.00439       0.00438     0.0000160
Combinational   0.000788      0.000213      0.000575
Clock            0.00594       0.00322       0.00273
Total             0.0111       0.00781       0.00332
-- routing by layer --
metal,vias up,GRT usage
met5,-,0.123
met4,84,0.258
met3,1620,0.354
met2,5585,0.453
met1,20800,0.347
li1,16800,-
-- critical path, stage by stage, from the launching register on --
cell	delay, ns
sky130_fd_sc_hd__edfxtp_1	0.37
sky130_fd_sc_hd__and4b_1	0.20
sky130_fd_sc_hd__a31o_1	0.18
sky130_fd_sc_hd__a32o_1	0.25
sky130_fd_sc_hd__a2111oi_1	0.53
sky130_fd_sc_hd__a31oi_2	0.31
sky130_fd_sc_hd__clkdlybuf4s50_1	0.49
Power and IR drop assume default switching activity.
